$ cat /design/flow/constraint.sdc
current_design CTE

set clk_period 17.3
set clk_io_pct 0.2

create_clock -name clk0 -period $clk_period [get_ports {clk}]

set non_clock_inputs [all_inputs -no_clocks]
set_input_delay [expr $clk_period * $clk_io_pct] -clock clk0 $non_clock_inputs
set_output_delay [expr $clk_period * $clk_io_pct] -clock clk0 [all_outputs]
$ cat /design/flow/run.sh
#!/bin/bash
# OpenROAD 26Q1-2900-gdf79404cd8, Yosys 0.63+post, stock flow scripts
make -C /OpenROAD-flow-scripts/flow DESIGN_CONFIG=/design/flow/config.mk WORK_HOME=/design/flow/orfs finish
$ cat /design/flow/design.v
`timescale 1ns/10ps
module CTE ( clk, reset, op_mode, in_en, yuv_in, rgb_in, busy, out_valid, rgb_out, yuv_out);
input   clk ;
input   reset ;
input   op_mode;
input   in_en;
output  busy;
output  out_valid;
input   [7:0]   yuv_in;
output  [23:0]  rgb_out;
input   [23:0]  rgb_in;
output  [7:0]   yuv_out;
parameter signed [5 -1:0] r_v_coef = 5'b01101;  
parameter signed [5 -1:0] g_u_coef = 5'b11110;  
parameter signed [5 -1:0] g_v_coef = 5'b11010;  
wire signed [13 -1:0] r_nxt;
wire signed [13 -1:0] g_u_nxt;
wire signed [13 -1:0] g_v_nxt;
wire signed [13 -1:0] b_nxt;
wire signed [13 -1:0] r_result, g_result, b_result;
wire [8 -1:0] r_out, g_out, b_out;
reg signed [13 -1:0] y;
reg signed [13 -1:0] r, g, b;
reg [1:0] cnt_yuv2rgb;  
reg busy_reg;
reg out_valid_reg;
assign r_nxt = r_v_coef * $signed(yuv_in);
assign g_u_nxt = g + g_u_coef * $signed(yuv_in);
assign g_v_nxt = g + g_v_coef * $signed(yuv_in);
assign b_nxt = b + $signed({yuv_in, 4'b0000});
assign r_result = r + y;
assign g_result = g + y;
assign b_result = b + y;
assign rgb_out = {r_out, g_out, b_out};
round_bound R_ROUND_BOUND(.x(r_result), .out_x(r_out));
round_bound G_ROUND_BOUND(.x(g_result), .out_x(g_out));
round_bound B_ROUND_BOUND(.x(b_result), .out_x(b_out));
always @(posedge clk or posedge reset) begin
    if (reset) begin
        y <= 0;
        r <= 0;
        g <= 0;
        b <= 0;
        cnt_yuv2rgb <= 0;
        busy_reg <= 0;
        out_valid_reg <= 0;
    end
    else if (~op_mode && busy_reg && out_valid_reg) begin
        busy_reg <= 0;
        out_valid_reg <= 0;
        r <= 0;
        g <= 0;
        b <= 0;
    end
    else if (~op_mode && busy_reg && cnt_yuv2rgb == 2'b00) begin
        out_valid_reg <= 1;
    end
    else if (busy_reg) begin
        busy_reg <= 0;
        out_valid_reg <= 1;
    end
    else if (~op_mode && in_en && cnt_yuv2rgb == 2'b00) begin
        g <= g_u_nxt;
        b <= b_nxt;
        cnt_yuv2rgb <= cnt_yuv2rgb + 1;
    end
    else if (~op_mode && in_en && cnt_yuv2rgb == 2'b01) begin
        y <= {1'b0, yuv_in, 3'b0};
        cnt_yuv2rgb <= cnt_yuv2rgb + 1;
    end
    else if (~op_mode && in_en && cnt_yuv2rgb == 2'b10) begin
        r <= r_nxt;
        g <= g_v_nxt;
        cnt_yuv2rgb <= cnt_yuv2rgb + 1;
        busy_reg <= 1;
    end
    else if (~op_mode && in_en && cnt_yuv2rgb == 2'b11) begin
        y <= {1'b0, yuv_in, 3'b0};
        cnt_yuv2rgb <= cnt_yuv2rgb + 1;
        busy_reg <= 1;
        out_valid_reg <= 0;
    end
end
parameter signed [5 -1:0] coef_1_3 = 5'b01101;
parameter signed [6 -1:0] coef_2_1 = 6'b101000;
parameter signed [7 -1:0] coef_2_2 = 7'b1001100;
parameter signed [8 -1:0] coef_2_3 = 8'b01001100;
parameter signed [8 -1:0] coef_3_1 = 8'b01001000;
parameter signed [5 -1:0] coef_3_3 = 5'b11000;
parameter signed [10 -1:0] divisor_pos  = 10'b0111101111;  
parameter signed [10 -1:0] divisor_neg  = 10'b1000010001;  
parameter signed [4 -1:0] zoom = 4'b0110;  
wire signed [8 -1:0] yuv_out_nxt;
wire signed [18 -1:0] y_r_g_nxt;
wire signed [18 -1:0] y_b_nxt;
wire signed [18 -1:0] y_nxt;
wire signed [18 -1:0] u_r_g_nxt;
wire signed [18 -1:0] u_b_nxt;
wire signed [18 -1:0] u_nxt;
wire signed [18 -1:0] v_nxt;
wire signed [10 -1:0] divisor;
wire signed [18 -1:0] yuv_aft;  
reg signed [8 -1:0] yuv_out_reg;
reg [1:0] cnt_rgb2yuv;
reg out_valid_reg_2;
reg busy_reg_2;
reg [23:0] rgb_in_reg;
reg [18 -1:0] u_r_g_reg;
assign y_r_g_nxt = -(u_r_g_reg<<<1);
assign y_b_nxt = coef_1_3 * $signed({1'b0, rgb_in_reg[7 :0]});
assign y_nxt = (y_r_g_nxt + y_b_nxt);
assign u_r_g_nxt = coef_2_1 * $signed({1'b0, rgb_in[23 :16]}) + coef_2_2 * $signed({1'b0, rgb_in[15 :8]});
assign u_b_nxt = coef_2_3 * $signed({1'b0, rgb_in[7 :0]});
assign u_nxt = (u_r_g_nxt + u_b_nxt);
assign v_nxt = ((coef_3_1 * $signed({1'b0, rgb_in_reg[23 :16]}) + (coef_3_3 * $signed({1'b0, rgb_in_reg[15 :8]})<<<3)) + coef_3_3 * $signed({1'b0, rgb_in_reg[7 :0]}));
assign yuv_aft = (cnt_rgb2yuv == 2'b00) ? u_nxt :
                 (cnt_rgb2yuv == 2'b01) ? y_nxt :
                 (cnt_rgb2yuv == 2'b10) ? v_nxt :
                 (cnt_rgb2yuv == 2'b11) ? y_nxt : 18'bx;
assign divisor = (yuv_aft[18 -1]) ? divisor_neg : divisor_pos;
assign yuv_out_nxt = (yuv_aft*zoom + divisor)>>>10;
assign yuv_out = yuv_out_reg;
assign out_valid = out_valid_reg || out_valid_reg_2;
assign busy = busy_reg || busy_reg_2;
always @(posedge clk or posedge reset) begin
    if (reset) begin
        cnt_rgb2yuv <= 0;
        busy_reg_2 <= 0;
        out_valid_reg_2 <= 0;
        rgb_in_reg <= 0;
        yuv_out_reg <= 0;
    end
    else if (op_mode && in_en && cnt_rgb2yuv == 2'b00) begin
        rgb_in_reg <= rgb_in;
        u_r_g_reg <= u_r_g_nxt;
        cnt_rgb2yuv <= cnt_rgb2yuv + 1;
        out_valid_reg_2 <= 1;
        busy_reg_2 <= 1;
        yuv_out_reg <= yuv_out_nxt;
    end
    else if (op_mode && in_en && cnt_rgb2yuv == 2'b01) begin
        cnt_rgb2yuv <= cnt_rgb2yuv + 1;
        busy_reg_2 <= 0;
        yuv_out_reg <= yuv_out_nxt;
    end
    else if (op_mode && in_en && cnt_rgb2yuv == 2'b10) begin
        rgb_in_reg <= rgb_in;
        u_r_g_reg <= u_r_g_nxt;
        cnt_rgb2yuv <= cnt_rgb2yuv + 1;
        busy_reg_2 <= 1;
        yuv_out_reg <= yuv_out_nxt;
    end
    else if (op_mode && in_en && cnt_rgb2yuv == 2'b11) begin
        cnt_rgb2yuv <= cnt_rgb2yuv + 1;
        busy_reg_2 <= 0;
        yuv_out_reg <= yuv_out_nxt;
    end
end
endmodule
module round_bound (x, out_x);
input signed [13 -1:0] x;
output [8 -1:0] out_x;
wire [13-3 -1:0] x_shift;
wire [13-3 -1:0] rounded_x;
wire carry_bit;
wire sign;
wire upperbound;
assign x_shift = x>>>3;
assign carry_bit = x[3 -1];
assign rounded_x = x_shift + carry_bit;
assign upperbound = rounded_x[9 - 1];  
assign sign = rounded_x[13-3 -1];
assign out_x = (sign) ? 8'b00000000 : 
                (upperbound) ? 8'b11111111 : rounded_x;
endmodule
$ cat /design/flow/config.mk
export PLATFORM = sky130hd
export DESIGN_NAME = CTE
export DESIGN_NICKNAME = CTE
export VERILOG_FILES = /design/flow/design.v
export SDC_FILE = /design/flow/constraint.sdc
export NUM_CORES = 4
export LEC_CHECK = 1
export CORE_UTILIZATION = 40
==> impl_metrics.json <==
{
  "die_span_x_um": 191,
  "ys_warn_count": 1,
  "fp.coreArea_mm2": 0.0348,
  "dpl_worst_slack_ns": 5.77,
  "num-fill-cells": 3367,
  "chipArea_mm2": 0.0365,
  "fp_util_pct": 41.0,
  "remaining_drc_errors": 0,
  "setup_viol": 0,
  "global_route_usage_over_all_layers_pct": 19.0,
  "fmax_mhz": 89.6,
  "drt_pass1_iterations": 4,
  "synth.yosys.seq_area_share_pct": 17.2,
  "clk-insertion-delay-late_ns": 0.36,
  "endpoint_kind": "flop",
  "area.sequential_mm2": 0.00245,
  "cts_buffers": 9,
  "clock_path_buffers": 2,
  "finalWorstPathRequiredPeriod_ns": 11.16,
  "antenna_found_initial": 1,
  "cts.reportedPaths.clkPinSlew_ns": 0.07,
  "sum_of_overflow_across_all_layers_after_global_routing": 0,
  "synth_cells": 1683,
  "wl_per_cell_um": 14.6,
  "worst_clock_skew_ns": 0.00947,
  "die_height_um": 191,
  "critPathArrivalTime_ns": 11.40,
  "post-cts-setup-buffers": 0,
  "largest_net_degree_at_the_start_of_global_routing": 47,
  "synth-async-reset-ratio_pct": 84.2,
  "critical_path.max_fanout": 5,
  "cp_slowest_cell": "fa_1",
  "synthToLayoutAreaGrowth_pct": 10.7,
  "logic_area_mm2": 0.0109,
  "yosysCellCount": 1683,
  "via_per_inst": 5.12,
  "worst_hold_startpoint": "out_valid_reg_2",
  "number_of_logged_tool_warnings": 54,
  "cts_resized": 0,
  "max_reg_flops": 24,
  "ys_dominant_reg_cell": "dfrtp_1",
  "detail-route-antenna-nets": 0,
  "postSynthAreaPerCell_um2": 8.49,
  "via_count": 11300,
  "tritoncts": "yes",
  "hold_viol_final": 0,
  "worst_slew_pin_slew_ns": 0.798,
  "number_of_hold_buffers_added_after_cts": 0,
  "synth.lib_cells_used.distinct": 73,
  "clock_sink_count": 95,
  "final_layout_size_suffix_gt1_share_pct": 3.09,
  "kind_of_start_point_of_the_critical_path": "input port",
  "first_global_vias": 10700,
  "timing.setup.tns_ns": 0,
  "drtIter0Drc": 483,
  "worst_r2r_startpoint": "rgb_in_reg[2]",
  "dp.final_hpwl_um": 27600,
  "port-buffer-count": 69,
  "std_cell_rows": 68,
  "worst_path_most_repeated_cell": "ha_1",
  "numSynthFlops": 95,
  "timing.hold.worst.class": "flop to flop",
  "grt_pass1_wl_um": 53800,
  "top_level_ports": 70,
  "drt_wl_total_um": 32200,
  "layout_worst_path_cycle_share_pct": 64.5,
  "edf_count": 15,
  "worstPathRequired_ns": 17.55,
  "critPathKind": "input port to flop",
  "clock-root-buffer": "clkbuf_16",
  "crit_path_start": "rgb_in[12]",
  "max_cap_viol_count": 0,
  "maxSlewHeadroom_pct": 46.7,
  "slew_viol_final": 0,
  "synth.yosys.chip_area_mm2": 0.0143,
  "slowest_delay_ns": 0.50,
  "syn_area_mm2": 0.0143,
  "place_congestion": 0.921,
  "rsz0062_at_grt": "no",
  "final.setup.worst_slack_ns": 6.14,
  "finalCoreUtilization_pct": 45.4,
  "outcome": "complete, no violations",
  "cts_htree_levels": 3
}
-- synthesized netlist by cell type, types with 7 or more instances --
library cell / count / area, um^2
a211oi_1: 11 / 82.6
a21o_1: 43 / 323
a21oi_1: 165 / 826
and3_1: 9 / 56.3
clkbuf_1: 23 / 86.3
dfrtp_1: 80 / 2000
edfxtp_1: 15 / 450
fa_1: 43 / 861
ha_1: 302 / 3780
inv_1: 227 / 852
mux2_2: 10 / 113
nand2_1: 88 / 330
nand2b_1: 13 / 81.3
nand3_1: 40 / 200
nand4_1: 7 / 43.8
nor2_1: 91 / 342
nor2b_1: 21 / 131
nor3_1: 23 / 115
o211ai_1: 11 / 82.6
o21a_1: 24 / 180
o21ai_0: 105 / 526
o21bai_1: 44 / 330
or2_2: 7 / 43.8
xnor2_1: 132 / 1160
xor2_1: 56 / 490
-- per-stage QoR --
| stage | cells | hold WS [ns] | area [um^2] |
|---|---|---|---|
| after floorplan | 1683 | 0.426 | 14300 |
| after global placement | 2189 | 0.448 | 15500 |
| after detailed placement | 2189 | 0.463 | 15500 |
| after CTS | 2205 | 0.478 | 15800 |
| after global routing | 2205 | 0.512 | 15800 |
| final | 2206 | 0.476 | 15800 |
-- layer usage --
metal	wire (um)	global-route usage, %	part of all wire (%)
met1	15900	27.9	50
met2	14200	30.2	44
met3	1260	2.98	3.9
met4	747	3.63	2.3
met5	0	0	0
-- worst max-delay path: cells and delay by family --
kind	cells	cell delay, ns
adders and majority gates	9	3.25
AOI/OAI and AO/OA	10	1.76
and+or+nand+nor	11	1.40
xor gates and xnor gates	5	0.83
buffers and inverters	1	0.45
muxes	1	0.26
-- cell families (layout without fill, tap and decap cells) --
family,after synthesis,in the layout,share of synthesized area (%)
other,1,2,0.0263
DFF,95,95,17.2
muxes,12,12,0.929
and+or+nand+nor,328,328,11.0
AOI/OAI and AO/OA,458,458,20.0
buffers and inverters,254,321,6.68
xor gates and xnor gates,190,190,11.8
adders and majority gates,345,345,32.5
-- final timing paths --
path                                         to  slack [ns]  cells after the start
max in group asynchronous                 g[10]       12.75                      4
worst min-delay path            out_valid_reg_2        0.48                      1
min in group asynchronous         rgb_in_reg[4]        3.62                      3
worst max register to register   yuv_out_reg[7]        9.64                     36
worst max-delay path             yuv_out_reg[7]        6.14                     37
worst min register to register  out_valid_reg_2        0.48                      1
-- area by class of cell --
cell class,instances,area share [%]
Antenna cell,1,0.0158
Multi-Input combinational cell,1334,68.8
Timing Repair Buffer,77,4.75
Clock inverter,7,0.451
Clock buffer,9,1.43
Sequential cell,95,15.5
Tap cell,455,3.60
Inverter,228,5.42
-- cells in the final DEF, fill, tap and decap left out, drive strengths merged, types with 5 or more instances in the layout --
cell / synthesis / routed
nor2: 91 / 91
o21a: 24 / 24
or2: 7 / 7
and2: 6 / 6
nand2b: 13 / 13
ha: 302 / 302
a21o: 43 / 43
dfrtp: 80 / 80
clkdlybuf4s50: 0 / 69
nand2: 88 / 88
xor2: 56 / 56
buf: 3 / 8
fa: 43 / 43
clkbuf: 23 / 9
o211ai: 11 / 11
nand4: 7 / 7
and3: 10 / 10
a211oi: 11 / 11
nor3: 24 / 24
nor2b: 21 / 21
inv: 227 / 230
o21bai: 44 / 44
a21oi: 165 / 165
xnor2: 133 / 133
mux2: 10 / 10
clkinv: 1 / 5
a31oi: 6 / 6
o21ai: 105 / 105
nand3: 41 / 41
edfxtp: 15 / 15
