File: config.mk
export PLATFORM = sky130hd
export DESIGN_NAME = YUV_TO_RGB
export DESIGN_NICKNAME = YUV_TO_RGB
export VERILOG_FILES = /design/flow/design.v
export SDC_FILE = /design/flow/constraint.sdc
export NUM_CORES = 4
export LEC_CHECK = 1
export CORE_UTILIZATION = 50
File: design.v
module YUV_TO_RGB (
                 output_Red,
                 output_Green,
                 output_Blue,
                 input_Luminance_Y,
                 input_Chrominance_U,
                 input_Chrominance_V
);
    output  [7: 0] output_Red;
    output  [7:0] output_Green;
    output  [7:0] output_Blue;
    input   [7:0] input_Luminance_Y;
    input   [7:0] input_Chrominance_U;
    input   [7:0] input_Chrominance_V;
    wire    [0:0] positive_negative_Luminance_Y;
    wire    [0:0] positive_negative_Chrominance_U;
    wire    [0:0] positive_negative_Chrominance_V;
    wire    [7:0] signed_input_Luminance_Y;
    wire    [7:0] signed_input_Chrominance_U;
    wire    [7:0] signed_input_Chrominance_V;
    wire    [0:0] positive_negative_Y_to_Red;
    wire    [0:0] positive_negative_U_to_Red;
    wire    [0:0] positive_negative_V_to_Red;
    wire    [7:0] extended_V_to_Red;  
    wire    [0:0] positive_negative_Y_to_Green;
    wire    [0:0] positive_negative_U_to_Green;
    wire    [0:0] positive_negative_V_to_Green;
    wire    [7:0] extended_U_to_Green;  
    wire    [7:0] extended_V_to_Green;  
    wire    [0:0] positive_negative_Y_to_Blue;
    wire    [0:0] positive_negative_U_to_Blue;
    wire    [0:0] positive_negative_V_to_Blue;
    wire    [7:0] extended_U_to_Blue;  
    wire    [19:0] result_Y_to_Red;
    wire    [19:0] result_U_to_Red;
    wire    [19:0] result_V_to_Red;
    wire    [19:0] weighted_result_V_to_Red;
    wire    [19:0] final_result_Red;
    wire    [19:0] result_Y_to_Green;
    wire    [19:0] result_U_to_Green;
    wire    [19:0] weighted_result_U_to_Green;
    wire    [19:0] result_V_to_Green;
    wire    [19:0] weighted_result_V_to_Green;
    wire    [19:0] final_result_Green;
    wire    [19:0] result_Y_to_Blue;
    wire    [19:0] result_U_to_Blue;
    wire    [19:0] weighted_result_U_to_Blue;
    wire    [19:0] result_V_to_Blue;
    wire    [19:0] final_result_Blue;
    assign positive_negative_Luminance_Y [0:0] = 1'b0;
    assign signed_input_Luminance_Y[7:0] = input_Luminance_Y[7:0];
    assign positive_negative_Chrominance_U [0:0] = input_Chrominance_U[7:7];  
    assign signed_input_Chrominance_U[7:0] = ( positive_negative_Chrominance_U ==1'b0 ) ? input_Chrominance_U[7:0] : 8'hff - input_Chrominance_U + 8'h01 ; 
    assign positive_negative_Chrominance_V [0:0] = input_Chrominance_V[7:7];  
    assign signed_input_Chrominance_V[7:0] = ( positive_negative_Chrominance_V ==1'b0 ) ? input_Chrominance_V[7:0] : 8'hff - input_Chrominance_V + 8'h01 ; 
    assign positive_negative_V_to_Red[0:0] = 1'b0;
    assign extended_V_to_Red [7:4] = 4'h1;
    assign extended_V_to_Red [3:0] = 4'ha;
    assign positive_negative_U_to_Green[0:0] = 1'b1;
    assign extended_U_to_Green [7:4] = 4'h0;
    assign extended_U_to_Green [3:0] = 4'h4;
    assign positive_negative_V_to_Green[0:0] = 1'b1;
    assign extended_V_to_Green [7:4] = 4'h0;
    assign extended_V_to_Green [3:0] = 4'hc;
    assign positive_negative_U_to_Blue[0:0] = 1'b0;
    assign extended_U_to_Blue [7:4] = 4'h2;
    assign extended_U_to_Blue [3:0] = 4'h0;
    assign result_Y_to_Red[19:12] = 8'h00;
    assign result_Y_to_Red[11:4] = input_Luminance_Y[7 : 0 ];
    assign result_Y_to_Red[3:0] = 4'h0;
    assign result_U_to_Red[19:0] = 20'h00000;
    assign weighted_result_V_to_Red = (  extended_V_to_Red*signed_input_Chrominance_V );
    assign result_V_to_Red   = ( (positive_negative_Chrominance_V^positive_negative_V_to_Red) == 1'b0 )? weighted_result_V_to_Red : (20'hfffff - weighted_result_V_to_Red + 20'h00001);
    assign final_result_Red     = ( result_Y_to_Red + result_U_to_Red + result_V_to_Red );
    assign output_Red      = ( final_result_Red[19] == 1'b0 && final_result_Red[19:4] >= 16'h00ff ) ? 8'hff                  :
                    ( final_result_Red[19] == 1'b0 && final_result_Red[3:3] == 1'b1     ) ? final_result_Red[11:4] + 8'h01 :
                    ( final_result_Red[19] == 1'b1                              ) ? 8'h00                  : final_result_Red[11:4];
    assign result_Y_to_Green[19:12] = 8'h00;
    assign result_Y_to_Green[11:4] = input_Luminance_Y[7:0];
    assign result_Y_to_Green[3:0] = 4'h0;
    assign weighted_result_U_to_Green = (  extended_U_to_Green*signed_input_Chrominance_U );
    assign result_U_to_Green   = ( (positive_negative_Chrominance_U^positive_negative_U_to_Green) == 1'b0 )? weighted_result_U_to_Green : (20'hfffff - weighted_result_U_to_Green + 20'h00001);
    assign weighted_result_V_to_Green = (  extended_V_to_Green*signed_input_Chrominance_V );
    assign result_V_to_Green   = ( (positive_negative_Chrominance_V^positive_negative_V_to_Green) == 1'b0 )? weighted_result_V_to_Green : (20'hfffff - weighted_result_V_to_Green + 20'h00001);
    assign final_result_Green     = ( result_Y_to_Green + result_U_to_Green + result_V_to_Green );
    assign output_Green = ( final_result_Green[19] == 1'b0 && final_result_Green[19:4] >= 16'h00ff ) ? 8'hff                   :
                           ( final_result_Green[19] == 1'b0 && final_result_Green[3:3] == 1'b1     ) ? final_result_Green[11:4] + 8'h01 :
                           ( final_result_Green[19] == 1'b1                                    ) ? 8'h00                   : final_result_Green[11:4];
    assign result_Y_to_Blue[19:12] = 8'h00;
    assign result_Y_to_Blue[11:4]  = input_Luminance_Y[7:0];
    assign result_Y_to_Blue[3:0]   = 4'h0;
    assign weighted_result_U_to_Blue = (extended_U_to_Blue * signed_input_Chrominance_U);
    assign result_U_to_Blue = ((positive_negative_Chrominance_U ^ positive_negative_U_to_Blue) == 1'b0) ? weighted_result_U_to_Blue : (20'hfffff - weighted_result_U_to_Blue + 20'h00001);
    assign result_V_to_Blue[19:0] = 20'h00000;  
    assign final_result_Blue = (result_Y_to_Blue + result_U_to_Blue + result_V_to_Blue);
    assign output_Blue = (final_result_Blue[19] == 1'b0 && final_result_Blue[19:4] >= 20'h00ff) ? 8'hff                   :
                         (final_result_Blue[19] == 1'b0 && final_result_Blue[3:3] == 1'b1     ) ? final_result_Blue[11:4] + 8'h01 :
                         (final_result_Blue[19] == 1'b1                                    ) ? 8'h00                   : final_result_Blue[11:4];
endmodule
File: constraint.sdc
current_design YUV_TO_RGB

set clk_period 10.4
set clk_io_pct 0.2

create_clock -name clk0 -period $clk_period

set non_clock_inputs [all_inputs -no_clocks]
set_input_delay [expr $clk_period * $clk_io_pct] -clock clk0 $non_clock_inputs
set_output_delay [expr $clk_period * $clk_io_pct] -clock clk0 [all_outputs]
File: run.sh
#!/bin/bash
# OpenROAD 26Q1-2900-gdf79404cd8, Yosys 0.63+post, stock flow scripts
make -C /OpenROAD-flow-scripts/flow DESIGN_CONFIG=/design/flow/config.mk WORK_HOME=/design/flow/orfs finish
==> ci_impl_report.md <==
### Yosys + OpenROAD results

| Metric | Value |
|---|---|
| Result of the run | complete, no violations |
| Peak fanout along the critical path | 8 |
| Number of unique standard cell types used by synthesis | 64 |
| Final hold violation count | 0 |
| Leakage | between 2 and 2.5 nW |
| Post-synthesis cell count | ~550 |
| TritonRoute pass-1 iters | 4 |
| Number of vias after detailed routing | 3958 |
| Sequential share of power | 0% |
| Switching power summed over all nets | 0.590 mW |
| DIE HEIGHT | a little over 90 µm |
| Hold Buf Count CTS | 0 |
| Total power draw | 1.11 mW |
| Cell Int Power | 0.523 mW |
| Final worst hold slack | approximately 5.3 ns |
| Number of violations reported at the end of detailed-routing iteration 0 | 131 |
| Crit Path Category | in2out |
| Area of all placed cells without fillers | 0.00488 mm² |
| Share of synthesized area occupied by flip-flops and latches | 0% |
| Top cells by area in the synthesized netlist | ha_1 (18%), fa_1 (11%), xnor2_1 (9.7%) |
| Fin Setup TNS | 0 ns |
| Total grt overflow | 0 |
| Count of nets left with antenna violations after detail routing | 0 |
| OpenROAD warning count | ~42 |
| Total I/O pin count | 48 |
| Yosys stat cell total | 550 |
| Crit path arrival time | between 8 and 9 ns |
| Antenna violations before repair | 0 |
| HP Class | in2out |
| Storage cell area | 0 µm² |
| Fin worst setup slack | 0.240 ns |
| Number of global-route vias before repair | 3514 |
| Worst slack at placement | -0.00161 ns |
| Number of max-slew violations in the final report | 0 |
| Power per unit of standard cell area | ~230 mW/mm² |
| Crit share post-route | 97.7% |
| Area inside the core boundary | approximately 0.0077 mm² |
| Post-Synthesis Mean Instance Area | slightly above 7 µm² |
| Category of the worst setup path launch point | primary input |
| Maximum number of pins on one net before global-route repair | 23 |
| Layout Cells excl Fill | 709 |
| Layout cell share with drive strength beyond 1 | a little over a tenth |
| Least-Margin Pin Slew | 0.829 ns |
| Wire length per cell | about 14 µm |
| # port buffers | 48 |
| Top cell area share | 18.2% |
| Global Route Usage Sum | 24.4% |
| Flop count | 0 |
| Post-place instance area | approximately 0.0046 mm² |
| Post-layout minimum cycle time | 10.16 ns |
| Wire length reported by the detailed router | 9910 µm |
| Placer's final routability congestion estimate | approximately 0.95 |
| DRC violations left | 0 |
| Final HPWL from detailed placement | 8460 µm |
| Area growth from synthesis to final layout | 22.4% |
| Antenna cell count | 0 |
| Horiz. Die Dim | 91.3 µm |
| Yosys-reported design area after synthesis | ~0.0040 mm² |
| Switch share | 53.0% |
| Synth warnings | 0 |
| Placement row count | 32 |
| Worst slew margin relative to its limit | 44.4% |
| Clock buffer instance count of the final layout | 0 |
| Utilization after layout | 63.2% |
| Top cell types by occurrence after synthesis | inv_1 (66), ha_1 (58), nor2_1 (49) |
| Number of setup violations in the final report | 0 |
| Kind of capture point of the worst setup path | output pin |
| Part of the total power dissipated in combinational logic | approximately 100% |
| Cell type with the largest total area after synthesis | ha_1 |
| First-pass GRT wire length | 16300 µm |
| Highest ir drop seen on vdd | 0.236 mV |
| Area of the die | 0.00834 mm² |
| Starting Density | 51.6% |
| Total instance count after detailed placement | 701 |
| Data required time at the worst endpoint | 8.32 ns |
| Clock network power share | 0% |
| Vias per cell | approximately 5.6 |
| Netlist Area Pre-Place | about 0.004 mm² |
| Most frequent cell after synthesis | inv_1 |
| Max Cap Viol | 0 |
| F_max | 98.4 MHz |
[critical path: stages]
cell and delay [ns]:
clkdlybuf4s50_1 0.51, inv_1 0.08, ha_1 0.21, nand2b_2 0.22, xnor2_2 0.17, ha_1 0.33, inv_1 0.08, fa_1 0.53
inv_1 0.04, ha_2 0.31, a21oi_2 0.16, nand2_1 0.11, xor2_2 0.20, or4_4 0.56, nand2_2 0.10, xnor2_2 0.08
ha_2 0.34, a21oi_1 0.09, o211ai_1 0.14, nand2_1 0.11, o21bai_1 0.18, nand2_1 0.07, or4b_2 0.67, o21ai_4 0.14
a31oi_1 0.11, clkdlybuf4s50_1 0.42
[cell families after synthesis]
kind of cell | synth area share (%)
simple gates | 21.4
buf+inv | 7.97
xor+xnor | 15.4
fa+ha+maj | 28.7
compound gates | 24.9
mux | 1.57
[layout by cell type, fill, tap and decap left out, drive strengths merged, types with 3 or more instances in the layout]
master and count:
inv 67, or4 4, xor2 26, a211oi 9, a21o 8, nor3 14, ha 58, o311ai 3
nand2 31, a31oi 15, nand4 3, o21ai 30, o31a 3, clkdlybuf4s50 45, nand3 14, nand2b 10
nor4 4, or3 8, o21bai 5, and3 3, buf 22, nor2b 11, nor2 49, dlymetal6s2s 3
mux2i 4, o21a 9, xnor2 44, o31ai 7, fa 21, a21oi 41
[what timing repair did]
action	CTS	global route
pin swaps	0	13
setup endpoints to repair	5	16
gates resized	1	37
setup buffers	0	8
[power by group through the flow]
stage	clock network, mW	registers (mW)	logic, mW
after global routing	0	0	1.25
after CTS	0	0	1.03
final	0	0	1.11
[layout make-up]
cell class / instances / area, µm²
fillers: 687 / 2850
inverters: 67 / 251
repair buffers: 70 / 653
multi-input cells: 470 / 3850
well taps: 102 / 128
[routing by layer]
metal  track usage, %  part of all wire (%)
met2             42.0                    47
met4            0.132                     0
met3            0.170                   3.0
met5                0                     0
met1             37.4                    50
[worst paths after layout]
check,endpoint,start,cells after the start
hold / removal,output_Blue[0],input_Luminance_Y[0],4
setup / recovery,output_Red[5],input_Chrominance_V[0],26
Power is estimated from default activity; no workload was simulated.
